[/design/flow/design.v]
`timescale 1ns / 1ps
module tlast_gen_NONFUNCTIONAL
#(
    parameter TDATA_WIDTH    = 8,
    parameter MAX_PKT_LENGTH = 256
)
(
    input                            aclk,
    input                            resetn,
    input [$clog2(MAX_PKT_LENGTH):0] pkt_length,
    input                            s_axis_tvalid,
    output                           s_axis_tready,
    input  [TDATA_WIDTH-1:0]         s_axis_tdata,
    output                           m_axis_tvalid,
    input                            m_axis_tready,
    output                           m_axis_tlast,
    output [TDATA_WIDTH-1:0]         m_axis_tdata,
    output [$clog2(MAX_PKT_LENGTH):0] o_cnt
);
    wire                           new_sample;
    reg [$clog2(MAX_PKT_LENGTH):0] cnt = 0;
    assign s_axis_tready = m_axis_tready;
    assign m_axis_tvalid = s_axis_tvalid;
    assign m_axis_tdata  = s_axis_tdata;
    assign new_sample = s_axis_tvalid & s_axis_tready;
    always @ (posedge aclk) begin
        if (~resetn | (m_axis_tlast & new_sample))
            cnt <= 0;
        else
            if (new_sample)
                cnt <= cnt + 1'b1;
    end
    assign m_axis_tlast = (cnt == pkt_length-1);
    assign o_cnt = cnt;
endmodule
[/design/flow/run.sh]
#!/bin/bash
# OpenROAD 26Q1-2900-gdf79404cd8, Yosys 0.63+post, stock flow scripts
make -C /OpenROAD-flow-scripts/flow DESIGN_CONFIG=/design/flow/config.mk WORK_HOME=/design/flow/orfs finish
[/design/flow/constraint.sdc]
current_design tlast_gen_NONFUNCTIONAL

set clk_period 4.8
set clk_io_pct 0.2

create_clock -name clk0 -period $clk_period [get_ports {aclk}]

set non_clock_inputs [all_inputs -no_clocks]
set_input_delay [expr $clk_period * $clk_io_pct] -clock clk0 $non_clock_inputs
set_output_delay [expr $clk_period * $clk_io_pct] -clock clk0 [all_outputs]
[/design/flow/config.mk]
export PLATFORM = sky130hd
export DESIGN_NAME = tlast_gen_NONFUNCTIONAL
export DESIGN_NICKNAME = tlast_gen_NONFUNCTIONAL
export VERILOG_FILES = /design/flow/design.v
export SDC_FILE = /design/flow/constraint.sdc
export NUM_CORES = 4
export LEC_CHECK = 1
export CORE_AREA = 10 10 70 70
export DIE_AREA = 0 0 80 80
==> Changelog: implementation <==
## Flow update

* Status: completed
* Gate Count Post-Synth at 110
* Global-route congestion overflow total at 0
* OpenROAD warnings at 25
* # IOs at 41
* Clk ins delay skew pair at 0.26 ns
* I/O Buffers at 24
* Crit path arrival time at 3.53 ns
* Synth Cell Area at 830.8 um^2
* Core Util at FP at 24.32%
* Clock Sink Count at 9
* Die Span Y at 80 um
* Worst flop-to-flop path startpoint: cnt[5]
* Clock Tree Root: clkbuf_4
* Diode count at 0
* Crit path max fanout at 6
* Die area at 6400 um^2
* Min cycle time layout at 4.485 ns
* Site Rows at 21
* Commonest non-fill, non-tap cells in the layout: clkdlybuf4s50_1 (24), nand2_1 (11), dfxtp_1 (9)
* Worst slew pin tran at 0.4952 ns
* Hold path endpoint: cnt[8]
* Critical Path Sink Type: output pin
* Max VDD drop at 134.2 uV
* Switching share of power at 26.32%
* DR vias/cell at 4.632
* Final Skew at 0.006349 ns
* EDFF count, synth at 0
* Max-Slew Margin vs Limit at 66.14%
* Most flops, register: cnt
* Vias at 806
* # fillers at 372
* Post-route ant nets at 0
* Comb pwr share at 22.0%
* Tot GR Track Use at 6.972%
* Hold path depth at 2
* Cells resized by post-CTS repair at 0
* Dpl ws at 0.3274 ns
* Flops after synth at 9
* Cell count of the worst reg-to-reg path at 7
* Setup Fix Bufs, Post-CTS at 0
* Global-route wire length before repair at 3.698 mm
* Routed WL at 2.142 mm
* Post-synthesis sequential area ratio at 21.69%
* Largest net degree at the start of global routing at 12
* Max-cap check violation count at 0
* Avg Synthesized Cell Area at 7.553 um^2
* P_leak at 0.3947 nW
* Post-synth area hogs: dfxtp_1 (22%), buf_4 (9.0%), xnor2_1 (7.4%)
* Synth warn at 1
* Int Power at 0.0001293 W
* # setup viols final at 0
* Yosys top cell by area: dfxtp_1
* Max-area cell share at 21.69%
* Vias in the first global route at 804
* Routed WL per cell at 12.31 um
* DIE WIDTH at 80 um
* Largest register FFs at 9
* Asr flop ratio synth at 0%
* Share of cells above drive strength 1 at 7.813%
* FMAX at 0.2230 GHz
* Placer congestion estimate at 0.7729
* Yosys stat area at 830.8 um^2
* Most frequent logic cell in the layout: clkdlybuf4s50_1
* Ys cells at 110
* WS Path Type: input port to output pin
* Hold Vio Cnt, Final at 0
* Beginning of the worst hold path: cnt[8]
* Hpwl dp at 1.729 mm
* CP Data Required Time at 3.84 ns
* Clk slew on worst S/H paths at 0.06 ns
* Post-synth top flop: dfxtp_1
* Cell Pwr Density at 161.5 nW/um^2
* DRC Markers at 0
* Critical R2R Capture: cnt[7]
* Worst reg-to-reg setup slack at 2.72 ns
* Clock Tree Buf Depth at 2
* Final worst-path cycle share at 93.44%
* Net Sw Power at 0.00004620 W
* Sequential share of power at 44.1%
* Biggest regs: cnt x9
* DR iter-0 viols at 32
* Initial antenna violation count at 0
* Core area at 3416 um^2
* TritonCTS buffer count at 3
* H-tree depth at 1
* Crit start category: input port
* Worst min path class: flip-flop to flip-flop
* Post-synthesis cell type count at 38
* RSZ-0062 raised after global routing: no
* Initial DRT Pass Iterations at 4
* Pins Over Slew Limit at 0
* Clock share of power at 33.9%
* Synthesis-to-finish area growth at 30.87%
* Post-route setup slack at 0.3150 ns
* CTS tree: built
* Hold_buf cts at 0
* Setup TNS at 0 ns
synth_stat cells, types with 2 or more instances:
cell type,number
ha_1,2
inv_1,4
nand2b_1,2
clkbuf_1,2
nor3_1,4
or3_1,2
nor2b_1,3
dfxtp_1,9
nand3_1,7
buf_4,10
nand2_1,11
xnor2_1,7
xor2_1,3
or4_1,3
a21boi_0,3
and4b_1,2
o21ai_0,7
nor2_1,7
a21oi_1,2
a31oi_1,2
cell families (layout without fill, tap and decap cells):
group / after synthesis / count (layout) / share of synthesized area [%]
adders and majority gates: 2 / 2 / 3.012
DFF: 9 / 9 / 21.69
and+or+nand+nor: 50 / 50 / 34.19
AOI/OAI and AO/OA: 22 / 22 / 18.38
xor gates and xnor gates: 10 / 10 / 10.54
buffers and inverters: 17 / 35 / 12.20
worst max path at each step:
| stage | from | cells after the start | slack (ns) | endpoint |
|---|---|---|---|---|
| global route | pkt_length[1] | 9 | 0.14 | m_axis_tlast |
| CTS | pkt_length[2] | 7 | 0.31 | m_axis_tlast |
| finish | pkt_length[3] | 7 | 0.31 | m_axis_tlast |
metrics by stage:
step | instance area, um^2 | hold slack [ns] | power, W | cells | utilization (%)
global route | 1087 | 0.5747 | 0.0001871 | 174 | 31.83
global placement | 1061 | 0.5291 | 0.0001174 | 170 | 31.06
CTS | 1087 | 0.5453 | 0.0001774 | 174 | 31.83
floorplan | 830.8 | 0.4799 | 0.0001005 | 110 | -
finish | 1087 | 0.5420 | 0.0001755 | 174 | 31.83
detailed placement | 1061 | 0.5338 | 0.0001175 | 170 | 31.06
worst max-delay path: stages:
cell and delay, ns:
clkdlybuf4s50_1 0.52, or4_4 0.59, or4b_1 0.49, a22oi_1 0.23, nand4_2 0.14, inv_2 0.12
clkdlybuf4s50_1 0.47
power by group through the flow:
stage	clock [W]	sequential [W]	combinational (W)
CTS	0.0000612	0.0000772	0.0000389
global route	0.0000663	0.0000776	0.0000432
finish	0.0000596	0.0000773	0.0000386
metal layers:
layer  global-route usage, %  up-vias  wire, um
met2                   9.872       29       819
li1                        -      425         -
met3                   4.091        2       264
met4                  0.5282        0         6
met5                       0        -         0
met1                   9.268      350      1051
layout make-up:
type	count	area, um^2	share of cell area (%)
Multi-Input combinational cell	84	549.3	50.52
Timing Repair Buffer	26	255.2	23.48
Tap cell	46	57.56	5.293
Inverter	5	18.77	1.726
Sequential cell	9	180.2	16.57
Clock buffer	4	26.28	2.417
Power figures rest on the tool's default switching activity, not on a simulated workload.
