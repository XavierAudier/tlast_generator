==> design/flow/design.v <==
`timescale 1ns / 1ps
module tlast_gen
#(
    parameter TDATA_WIDTH    = 8,
    parameter MAX_PKT_LENGTH = 256
)
(
    input                            aclk,
    input                            resetn,
    input [$clog2(MAX_PKT_LENGTH):0] pkt_length,
    input                            s_axis_tvalid,
    output                           s_axis_tready,
    input  [TDATA_WIDTH-1:0]         s_axis_tdata,
    output                           m_axis_tvalid,
    input                            m_axis_tready,
    output                           m_axis_tlast,
    output [TDATA_WIDTH-1:0]         m_axis_tdata,
    output [$clog2(MAX_PKT_LENGTH):0] o_cnt
);
    wire new_sample;
    reg [$clog2(MAX_PKT_LENGTH):0] cnt;
    initial begin
        cnt = 0;
    end
    assign s_axis_tready = m_axis_tready;
    assign m_axis_tvalid = s_axis_tvalid;
    assign m_axis_tdata  = s_axis_tdata;
    assign new_sample = s_axis_tvalid & s_axis_tready;
    always @ (posedge aclk) begin
        if (~resetn)
            cnt <= 0;
        else begin
            if (new_sample) begin
                if (m_axis_tlast) begin
                    cnt <= 1'b1;
                end
                else begin
                cnt <= cnt + 1'b1;
                end
            end        
        end
    end
    assign m_axis_tlast = (cnt == pkt_length) & new_sample;
    assign o_cnt = cnt;
endmodule
==> design/flow/run.sh <==
#!/bin/bash
# OpenROAD 26Q1-2900-gdf79404cd8, Yosys 0.63+post, stock flow scripts
make -C /OpenROAD-flow-scripts/flow DESIGN_CONFIG=/design/flow/config.mk WORK_HOME=/design/flow/orfs finish
==> design/flow/config.mk <==
export PLATFORM = sky130hd
export DESIGN_NAME = tlast_gen
export DESIGN_NICKNAME = tlast_gen
export VERILOG_FILES = /design/flow/design.v
export SDC_FILE = /design/flow/constraint.sdc
export NUM_CORES = 4
export LEC_CHECK = 1
export CORE_AREA = 10 10 70 70
export DIE_AREA = 0 0 80 80
==> design/flow/constraint.sdc <==
current_design tlast_gen

set clk_period 1.6
set clk_io_pct 0.2

create_clock -name clk0 -period $clk_period [get_ports {aclk}]

set non_clock_inputs [all_inputs -no_clocks]
set_input_delay [expr $clk_period * $clk_io_pct] -clock clk0 $non_clock_inputs
set_output_delay [expr $clk_period * $clk_io_pct] -clock clk0 [all_outputs]
==> flow_metrics.tcl <==
# implementation run metrics
set metrics [dict create \
    ff_type "dfxtp_1" \
    syn_avg_cell_area_sq_um 9.16 \
    ys_warn_count 1 \
    wl_um 1790 \
    synth_flops 9 \
    fin_crit_ns 1.63 \
    core.rowCount 21 \
    top_register "cnt" \
    largestRegisters "cnt (9)" \
    tightest_slew_ns 0.224 \
    mi_logic_area_sq_um 408 \
    wl_per_cell_um 12.1 \
    required_ns 1.28 \
    setup_viol 1 \
    die_w_um 80 \
    antenna_found_initial 0 \
    drcViolationCount 0 \
    most_common_cell "xnor2_1" \
    via_per_inst 3.93 \
    clock_sink_count 9 \
    fmax_mhz 614 \
    peakVddDrop_mv 0.189 \
    hp-class "in2out" \
    power_leakage_uw 0.000409 \
    ant_nets 0 \
    drive_above_1_share_pct 33.3 \
    ys_top_cells_by_count "xnor2_1, buf_4, nand2_1" \
    largest_reg_flops 9 \
    path_class "in2out" \
    critPathLaunchType "input pin" \
    fin_hold_ws_ns 0.640 \
    fp.dieH_um 80 \
    synth.cell_area_sq_um 632 \
    top_layer "met4" \
    antenna_cells 0 \
    die_area_sq_um 6400 \
    power.total_uw 506 \
    cp_max_fo 2 \
    rsz0062_at_grt "yes" \
    power_density_nw_per_um2 499 \
    cap_viol_max_count 0 \
    violations "setup timing" \
    async_reset_ff_share_pct 0 \
    grt_pass1_wl_um 2870 \
    seq_area_sq_um 186 \
    first_iter_violations 32 \
    cts_tree "yes" \
    ys_types 20 \
    tool_warnings 27 \
    initCoreUtil_pct 18.5 \
    drtPass1Iterations 2 \
    clock_skew_ns 0.000956 \
    rr_endpoint "cnt[8]$_SDFFE_PN0N_" \
    synthTopCellsByArea "dfxtp_1, xnor2_1, buf_4, nor3b_1, nand2_1" \
    insertion_delay_ns 0.26 \
    grt_max_degree 10 \
    overflow 0 \
    io_buffers 24 \
    cts_buffers 3 \
    setup_ws_ns -0.0294 \
    place_ws_ns -0.624 \
    holdPathStages 0 \
    reg2reg_slack_ns 0.17 \
    rr_worst_depth 6 \
    gp_congestion 0.849 \
    synth_stat.cells 69 \
    cts_buffer_depth 2 \
    met2WireLength_um 748 \
    fin_crit_sh_pct 102 \
    top_area_cell "dfxtp_1" \
    synthesis.instances 69 \
    crit_arrival_ns 1.31 \
    edf_count 0 \
    root_buffer "clkbuf_4" \
    rr_startpoint "cnt[0]$_SDFFE_PN0N_" \
    ys_chip_area_sq_um 632 \
    dpl.hpwl_um 1450 \
    grt_pass1_vias 592 \
    end_kind "output pin" \
    grt_use_total_pct 5.66 \
    slew_headroom_pct 84.9 \
    cp-endpoint "m_axis_tlast" \
    final.fill_count 362 \
    ctsHtreeMaxLevel 1 \
    startpoint "pkt_length[8]" \
    finalHoldViolations 0 \
    core_sq_um 3420 \
    wl_met1_um 809 \
    maxSlewViolCount 0 \
    syn_to_final_growth_pct 60.4 \
    wl_met3_um 224 \
    ys_seq_share_pct 28.5 \
    vias 582 \
    status "finished, violations left" \
    top_level_ports 41 \
    top_cell_area_share_pct 28.5 \
]
## layer usage
metal | vias to the layer above | GRT usage (%)
met2 | 26 | 8.27
met3 | 2 | 3.30
li1 | 293 | -
met4 | 0 | 0.352
met5 | - | 0
met1 | 261 | 7.35
## cells in the final DEF, fill, tap and decap left out, types with 2 or more instances in the layout
cell / Yosys / final
xnor2_2: 0 / 4
buf_4: 10 / 15
dlygate4sd2_1: 0 / 10
and3_1: 2 / 2
clkdlybuf4s50_1: 0 / 12
xor2_1: 4 / 4
nand4_1: 3 / 3
clkbuf_4: 0 / 3
nor3b_1: 7 / 7
nand2_1: 10 / 10
xnor2_1: 12 / 8
dfxtp_1: 9 / 4
dfxtp_2: 0 / 5
## worst max-delay path: stages
cell and delay [ns]:
dlygate4sd2_1 0.26, xnor2_2 0.15, nand4_1 0.20, nor3_4 0.24
buf_2 0.13
## cell families after synthesis
family                     after synthesis  synth area share (%)
AOI/OAI and AO/OA                        3                  3.56
xor gates and xnor gates                16                  22.2
adders and majority gates                1                  1.98
buffers and inverters                   10                  11.9
DFF                                      9                  28.5
and+or+nand+nor                         30                  31.9
## repair_timing
action                                 in CTS  in global routing
hold buffers                                0                  0
pin swaps                                   9                  5
resized                                    20                  5
endpoints found under the hold margin       0                  0
gates cloned                                0                  0
setup endpoints to repair                   3                  1
buffers inserted                            1                  1
## worst min path at each step
| stage | startpoint | end | slack (ns) |
|---|---|---|---|
| CTS | s_axis_tdata[0] | m_axis_tdata[0] | 0.64 |
| global route | s_axis_tdata[0] | m_axis_tdata[0] | 0.64 |
| finish | s_axis_tdata[0] | m_axis_tdata[0] | 0.64 |
## layout make-up
cell class | instances | share of cell area, %
clock buffers | 4 | 2.59
multi-input cells | 50 | 40.2
flip-flops and latches | 9 | 18.4
well taps | 46 | 5.68
repair buffers | 39 | 33.1
## power breakdown
| part | internal, uW | switching, uW | total [uW] |
|---|---|---|---|
| clock | 95.9 | 76.1 | 172 |
| combinational | 64.4 | 37.5 | 102 |
| sequential | 229 | 3.41 | 232 |
## stage by stage
step / setup TNS (ns) / cells / utilization [%] / area [sq um]
2_1_floorplan: 0 / 69 / - / 632
3_3_place_gp: -2.26 / 142 / 27.9 / 952
3_5_place_dp: -2.12 / 142 / 27.9 / 952
4_1_cts: -0.0174 / 147 / 28.9 / 987
5_1_grt: -0.0897 / 148 / 29.7 / 1010
6_report: -0.0294 / 148 / 29.7 / 1010
Power and IR drop assume default switching activity.
